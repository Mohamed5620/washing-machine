--- design/flow/design.v ---
`timescale 1ns / 1ps
module washing_machine(rst,clk,clk_freq,coin_in,double_wash,timer_pause,wash_done); 
input rst,clk,double_wash,timer_pause,coin_in;
input [1:0] clk_freq;
output reg wash_done;reg stop;  
 reg [2:0] state;
 reg [3:0]clk_used;   
 reg double;
parameter idle=0,fill=1,wash=2,rinse=3,spin=4;
parameter one_mega=60000000,two_mega=120000000,four_mega=240000000,eight_mega=480000000;  
reg [31:0] counter;     
reg [31:0] counter2;    
integer min,two_min,five_min;       
initial clk_used=0;
always @(posedge clk)                     
clk_used[3]=~clk_used[3];
always @(posedge clk_used[3])
clk_used[2]<=~clk_used[2];
always @(posedge clk_used[2])
clk_used[1]<=~clk_used[1];
always @(posedge clk_used[1])
clk_used[0]<=~clk_used[0]; 
always @(posedge clk_used[clk_freq])begin             
if (rst==0)begin                                      
case (clk_freq)
0:begin 
  min=one_mega; two_min=min+min; five_min=two_min+two_min+min;
  end
1:begin 
  min=two_mega; two_min=min+min; five_min=two_min+two_min+min;
  end
2:begin 
  min=four_mega; two_min=min+min; five_min=two_min+two_min+min;
  end
3:begin 
  min=eight_mega; two_min=min+min; five_min=two_min+two_min+min;
  end
endcase
state<=idle;                       
wash_done<=0;
counter<=1;
counter2<=1;
double<=0;
stop<=0;
end
else begin
case(state)
idle:begin
     if ((coin_in==0)&&(stop==0))              
	  counter<=counter+1; 
	  if ((double_wash==0)&&(stop==0))          
	  counter2<=counter2+1;
     if((coin_in==1)&&(double_wash==0)&&(stop==0))begin         
     state<=fill;
	  wash_done<=0;
	  counter<=1;
	  counter2<=1;
	  double<=0;
	  end
	  else if ((coin_in==1)&&(counter2<=counter)&&(double_wash==1)&&(stop==0))begin   
     state<=fill;
	  wash_done<=0;
	  counter<=1;
	  counter2<=1;
	  double<=1;
	  end
     else if((stop==1)&&(timer_pause==0)) begin      
     state<=spin;
     wash_done<=0;
     end
	  end	  
fill:begin
     if(counter<two_min)begin        
	  state<=fill;
	  counter<=counter+1;
	  wash_done<=0;
	  end
	  else begin                 
	  state<=wash;
	  counter<=1;
	  end
	  end
wash:begin
     if(counter<five_min)begin            
	  state<=wash;
	  counter<=counter+1;
	  end
	  else begin                     
	  state<=rinse;
	  counter<=1;
	  end
	  end
rinse:begin
     if(counter<two_min)begin               
	  state<=rinse;
	  counter<=counter+1;
	  end
	  else if((double==1)&&(counter2<2))begin            
	  state<=wash;
	  counter<=1;
	  counter2<=counter2+1;
	  end
	  else begin               
	  state<=spin;
	  counter<=1;
	  counter2<=1;
	  end
	  if(timer_pause==1)          
	  stop<=1;
	  end
spin:begin
     if(counter<min)begin              
	  state<=spin;
	  counter<=counter+1;
     if((timer_pause==1)&&(stop==0))begin     
	  state<=idle;
	  wash_done<=0;
	  stop<=1;
	  end
	  end
	  else begin                  
	  state<=idle;
	  wash_done<=1;
	  stop<=0;
	  counter<=1;
	  double<=0;
	  end
	  end
default: state<=idle;
endcase	  
end          
end
endmodule
module testbench;
reg rst,clk,coin_in,double_wash,timer_pause;
reg [1:0] clk_freq;
wire wash_done; 
washing_machine wm(.rst(rst),.clk(clk),.clk_freq(clk_freq),.coin_in(coin_in),.double_wash(double_wash)
,.timer_pause(timer_pause),.wash_done(wash_done)); 
initial begin
clk_freq=2'b11;
clk=0;
rst=0;
end
always 
# 31.25 clk=~clk;
initial begin
# 50 rst=1;
# 50 coin_in=1;double_wash=0;timer_pause=0;
# 500 coin_in=0;
# 9000 double_wash=1;
# 800 coin_in=1;
# 2000 coin_in=0; double_wash=0;
# 15000 coin_in=1; # 200 double_wash=1; 
# 500 timer_pause=1;
# 9000 timer_pause=0;
# 500 coin_in=1;
# 16500 timer_pause=1;
# 1000 timer_pause=0; coin_in=0;
end
endmodule 
--- design/flow/run.sh ---
#!/bin/bash
# OpenROAD 26Q1-2900-gdf79404cd8, Yosys 0.63+post, stock flow scripts
make -C /OpenROAD-flow-scripts/flow DESIGN_CONFIG=/design/flow/config.mk WORK_HOME=/design/flow/orfs finish
--- design/flow/config.mk ---
export PLATFORM = sky130hd
export DESIGN_NAME = washing_machine
export DESIGN_NICKNAME = washing_machine
export VERILOG_FILES = /design/flow/design.v
export SDC_FILE = /design/flow/constraint.sdc
export NUM_CORES = 4
export LEC_CHECK = 1
export CORE_UTILIZATION = 50
--- design/flow/constraint.sdc ---
current_design washing_machine

set clk_period 1.0
set clk_io_pct 0.2

create_clock -name clk0 -period $clk_period [get_ports {clk}]

set non_clock_inputs [all_inputs -no_clocks]
set_input_delay [expr $clk_period * $clk_io_pct] -clock clk0 $non_clock_inputs
set_output_delay [expr $clk_period * $clk_io_pct] -clock clk0 [all_outputs]
==> run_results.csv <==
group,metric,value,unit
final_timing,finalWorstSetupSlack,0.528,ns
setup_path,cp_num_cells,1,
clock_tree,path_clk_slew,0,ns
synth,yosys_warnings,1,
power_and_ir_drop,power_density,58.2,mW/mm²
floorplanning,dieArea,0.0145,mm²
final_timing,slew_viol_final,0,
floorplanning,fp_util,52.1,%
final_timing,worst_hold_slack,0.375,ns
final_timing,fin_skew,0,ns
synth,syn_area,0.00701,mm²
synth,top_cells_by_area,"dfxtp_1 22%, ha_1 18%, edfxtp_1 5.1%",
setup_path,cp-end-kind,"flip-flop",
power_and_ir_drop,p_sw_share,55.9,%
setup_path,cpMaxStageDelayCell,"dfxtp_1",
global_routing,antenna_found_initial,1,
synth,yosysCellCount,826,
synth,synth-main-ff-cell,"dfxtp_1",
setup_path,required,0.89,ns
power_and_ir_drop,p_int,0.183,mW
flow_run,warnings,33,
final_layout,syn2layout_area_growth,1.91,%
power_and_ir_drop,power.net_switching,0.232,mW
synth,common_cells,"98 x ha_1, 76 x dfxtp_1, 72 x nand2_1",
placed_design,pre_cts_ws,0.522,ns
setup_path,worstPathMaxFanout,3,
final_timing,untimed_endpoints,100,
clock_tree,cts-resized-gates,0,
detailed_routing,vias_per_cell,6.22,
setup_path,crit_type,"flip-flop to flip-flop",
setup_path,cpPeakStageDelay,0.32,ns
global_routing,grt_start_max_net_pins,85,
final_timing,period_used_share,47.2,%
synth,synth_flops,88,
clock_tree,clkLatencyLatePin,0,ns
power_and_ir_drop,seqPwrFrac,14.3,%
setup_path,crit_buf_inv,1,
detailed_routing,first_iter_violations,569,
outcome,status,"completed",
power_and_ir_drop,clkPwrFrac,0,%
final_timing,fin_tns_setup,0,ns
detailed_routing,drc,0,
setup_path,crit_chain,"inv_1",
power_and_ir_drop,vdd_drop_max,0.180,mV
synth,netlist_instances,826,
placed_design,dp_hpwl,12.6,mm
final_layout,final_layout_size_suffix_gt1_share,6.74,%
setup_path,worstRegToRegCells,1,
global_routing,grt_pass1_vias,5385,
final_timing,hold_viol_final,0,
setup_path,arrival,0.36,ns
power_and_ir_drop,p_comb_share,85.7,%
final_layout,postLayoutCoreUtil,53.1,%
final_timing,setup_violations,0,
global_routing,grt-ovfl-total,0,
synth,top_cell,"ha_1",
detailed_routing,dr.pass1.iters,6,
synth,largest_area_cell,"dfxtp_1",
final_layout,design_area,0.00714,mm²
final_timing,max_slew_margin,37.0,%
synth,netlist.area_leader.share,21.7,%
synth,ys_chip_area,0.00701,mm²
worst_hold_path,holdPathStages,1,
global_routing,grt_pass1_wl,27.8,mm
placed_design,placed_area,0.00714,mm²
synth,avgSynthCellArea,8.48,µm²
clock_tree,hold_buffers,0,
power_and_ir_drop,leakage,2.80,nW
final_timing,rsz0062_at_grt,"false",
detailed_routing,diodes,0,
detailed_routing,num_vias,6081,
clock_tree,cts_setup_buffers,0,
setup_path,critPathLaunchType,"flip-flop",
final_timing,unclocked_regs,87,
floorplanning,die_h,120,µm
floorplanning,num_rows,42,
detailed_routing,ant_nets,0,
flow_run,max_cap_violations,0,
floorplanning,die_width,120,µm
final_timing,worst_slew_pin_slew,0.943,ns
detailed_routing,routedWlPerCell,17.1,µm
detailed_routing,drt_wl_total,16.7,mm
setup_path,crit_family,"flip-flops",
global_routing,grt_usage,24.2,%
floorplanning,core_region_area,0.0135,mm²
placed_design,port_buffers,7,
placed_design,finalWeightedCongestion,0.866,
synth,synth.distinct_cells,73,
final_timing,finalCriticalPeriod,0.472,ns
synth,edf_count,12,
worst_hold_path,hold_path.class,"flip-flop to flip-flop",
synth,ys_seq_share,26.9,%
final_timing,fmax,2.12,GHz
synth,synthArstFlopShare,0,%
floorplanning,io_pins,8,
placed cells by master (no fill, tap or decap), types with 5 or more instances in the layout:
master,netlist,final
o211ai_1,6,6
a2bb2oi_1,28,28
o31ai_1,28,28
nand2b_1,10,10
clkdlybuf4s50_1,0,7
nor4_1,11,11
o21a_1,6,6
a31oi_1,18,18
inv_1,70,70
a32oi_1,5,5
nor2_1,36,36
nor3_1,16,16
edfxtp_1,12,12
a211oi_1,7,7
or3_1,12,12
and2_1,5,5
ha_1,98,98
a21oi_1,46,45
o21ai_0,18,18
o21ai_1,8,8
and3_1,12,12
nand2_1,72,72
buf_4,4,6
or2_2,7,7
a21o_1,8,8
mux2i_1,7,7
dfxtp_1,76,76
nand3_1,44,44
nand4_1,34,34
a22oi_1,12,11
o22ai_1,6,6
o31ai_2,14,14
cell families after synthesis:
logic type               after synthesis  synth area share (%)
AND-OR/OR-AND                        242                  26.3
AND/OR/NAND/NOR                      281                  21.1
buffers and inverters                108                  6.75
flip-flops                            88                  26.9
multiplexers                           9                  1.48
adder cells (fa/ha/maj)               98                  17.5
area by class of cell:
| class | instances | area, µm² |
|---|---|---|
| fill | 1234 | 6310 |
| inverter | 70 | 263 |
| multi-input combinational | 630 | 4660 |
| sequential | 88 | 1880 |
| tap | 176 | 220 |
| timing repair buffer | 13 | 115 |
layer usage:
layer	track usage [%]	vias up	wire length, µm
met5	0	-	0
met4	2.16	0	144
met3	2.26	11	746
met2	36.7	144	7210
met1	39.8	2837	8610
li1	-	3089	-
per-stage QoR:
| stage | cells | total power, mW |
|---|---|---|
| final | 977 | 0.415 |
| after CTS | 977 | 0.412 |
| after global routing | 977 | 0.447 |
| after floorplan | 826 | 0.331 |
| after detailed placement | 977 | 0.412 |
| after global placement | 977 | 0.405 |
worst paths after layout:
kind | start | end | slack (ns)
worst max register to register | clk_used[3] | clk_used[3] | 0.53
worst max-delay path | clk_used[3] | clk_used[3] | 0.53
worst min-delay path | clk_used[3] | clk_used[3] | 0.38
worst min register to register | clk_used[3] | clk_used[3] | 0.38
power groups by stage:
stage     logic [mW]  registers, mW  clock network, mW
5_1_grt        0.387         0.0595                  0
6_report       0.356         0.0595                  0
4_1_cts        0.352         0.0595                  0
state kept, by name, summed over array words and instances, names as in the netlist:
name and count:
clk_used 4, counter 32, counter2 32, double 1, five_min 3, min 9
state 5, stop 1, wash_done 1
Power is estimated from default activity; no workload was simulated.
